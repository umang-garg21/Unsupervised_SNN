==> ./run.sh <==
#!/bin/bash
# OpenROAD 26Q1-2900-gdf79404cd8, Yosys 0.63+post, stock flow scripts
make -C /OpenROAD-flow-scripts/flow DESIGN_CONFIG=/design/flow/config.mk WORK_HOME=/design/flow/orfs finish
==> ./config.mk <==
export PLATFORM = sky130hd
export DESIGN_NAME = Module_IF
export DESIGN_NICKNAME = Module_IF
export VERILOG_FILES = /design/flow/design.v
export SDC_FILE = /design/flow/constraint.sdc
export NUM_CORES = 4
export LEC_CHECK = 1
export CORE_UTILIZATION = 40
==> ./constraint.sdc <==
current_design Module_IF

set clk_period 18.0
set clk_io_pct 0.2

create_clock -name clk0 -period $clk_period [get_ports {clk}]

set non_clock_inputs [all_inputs -no_clocks]
set_input_delay [expr $clk_period * $clk_io_pct] -clock clk0 $non_clock_inputs
set_output_delay [expr $clk_period * $clk_io_pct] -clock clk0 [all_outputs]
==> ./design.v <==
`timescale 1ns/100ps
module Module_IF #( parameter input_neurons = 25) (
  input wire s1, s2, s3, s4, s5,         
  input wire s6, s7, s8, s9, s10,
  input wire s11, s12, s13, s14, s15,
  input wire s16, s17, s18, s19, s20,
  input wire s21, s22, s23, s24, s25,
  input clk,
  input wire [3:0] wi1, wi2, wi3, wi4, wi5,          
  input wire [3:0] wi6, wi7, wi8, wi9, wi10,
  input wire [3:0] wi11, wi12, wi13, wi14, wi15,
  input wire [3:0] wi16, wi17, wi18, wi19, wi20, 
  input wire [3:0] wi21, wi22, wi23, wi24, wi25,
  input wire [6:0] Vth, Vrest, Vleak,  
  input wire [4:0] Ksyn,               
  input wire reset,                  
  input wire lat_inhibit,            
  output reg[6:0] Vmem,               
  output reg out_spikes           
);
  reg [6:0] Vmem_update;
  reg inhibit_signal;
  always @(*) begin
    if (reset) Vmem_update = 0;
    else 
      Vmem_update = Vmem + (Ksyn * (
        (wi1*s1) + (wi2*s2) + (wi3*s3) + (wi4*s4) + (wi5*s5) +
        (wi6*s6) + (wi7*s7) + (wi8*s8) + (wi9*s9) + (wi10*s10) +
        (wi11*s11) + (wi12*s12) + (wi13*s13) + (wi14*s14) + (wi15*s15) +
        (wi16*s16) + (wi17*s17) + (wi18*s18) + (wi19*s19) + (wi20*s20) +
        (wi21*s21) + (wi22*s22) + (wi23*s23) + (wi24*s24) + (wi25*s25)     ) ) ;
       inhibit_signal = lat_inhibit ;
  end
   always @(posedge clk)
     begin
     if (reset) begin
        Vmem <= Vrest; 
        out_spikes <= 0;
     end
     else 
          begin
           if (inhibit_signal == 1)  
           begin 
            Vmem <= Vrest;
            Vmem_update <= Vrest;
            out_spikes <= 0;
            end
           else if (Vmem >= Vth)   
          begin  
            Vmem <= Vrest;
            Vmem_update <= Vrest;
            out_spikes <= 0;
          end
          else if( Vmem_update < Vrest )  
            begin
                 Vmem <= Vrest;
            end  
          else if( Vmem_update >= Vth )  
            begin
                 Vmem <= Vmem_update;
                 out_spikes <= 1;
            end
          else                           
            begin
                 Vmem <= Vmem_update;
                 out_spikes <= 0;   
            end   
          end           
     end
endmodule   
==> impl_metrics.toml <==
# physical design summary
[status]
outcome = "stopped before the end"
lastStage = "synthesis"
tool.error = "ERROR: Found 6 problems in 'check -assert'."

[logic_synthesis]
synthFlopType = "dfxtp_1"
ys_cells = 452
ys_area_sq_mm = 0.00445
yosys-top-cells-area = "fa_1 44%, ha_1 15%, inv_1 7.9%"
edf_count = 6
ys_ff = 14
yosysUniqueCellTypes = 27
synthArstFlopShare_pct = 0
ys_warn_count = 1
seq_area_frac_synth_pct = 7.65
yosysTopAreaCellShare_pct = 44.1
post-synth-top-area-cell = "fa_1"
[cell usage after synthesis, types with 2 or more instances]
library cell,n
fa_1,98
inv_1,93
nand2_1,80
ha_1,52
and2_1,42
xnor2_1,15
a21o_1,10
dfxtp_1,8
a21oi_1,7
edfxtp_1,6
mux2_4,5
nand2b_1,5
a211oi_1,4
nor2_1,4
nor2b_1,4
o21ai_1,3
xor2_1,3
buf_6,2
mux2i_1,2
o21a_1,2
[kinds of logic after synthesis]
logic type / after synthesis / share of synthesized area, %
AND-OR/OR-AND: 29 / 4.36
adder cells (fa/ha/maj): 150 / 58.8
XOR/XNOR: 19 / 4.05
multiplexers: 7 / 2.14
buffers and inverters: 95 / 8.36
AND/OR/NAND/NOR: 138 / 14.7
flip-flops: 14 / 7.65
